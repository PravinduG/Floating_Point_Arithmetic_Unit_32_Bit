<file path="/design/flow/config.mk">
export PLATFORM = sky130hd
export DESIGN_NAME = LoopBack
export DESIGN_NICKNAME = LoopBack
export VERILOG_FILES = /design/flow/design.v
export SDC_FILE = /design/flow/constraint.sdc
export NUM_CORES = 4
export LEC_CHECK = 1
export CORE_UTILIZATION = 50
</file>
<file path="/design/flow/constraint.sdc">
current_design LoopBack

set clk_period 3.2
set clk_io_pct 0.2

create_clock -name clk0 -period $clk_period [get_ports {clk}]

set non_clock_inputs [all_inputs -no_clocks]
set_input_delay [expr $clk_period * $clk_io_pct] -clock clk0 $non_clock_inputs
set_output_delay [expr $clk_period * $clk_io_pct] -clock clk0 [all_outputs]
</file>
<file path="/design/flow/design.v">
`timescale 1ns / 1ps
module LoopBack(
		input logic																			clk,
		input logic																			reset, 
		input logic																			rx,
		output logic																		tx
    );
		logic [7:0] data_in;
		logic				tx_en;
		logic				data_en;
		logic				tx_busy;
		logic				tx_error;
		logic				rx_busy;
		logic	[7:0]	data_out;
		parameter logic [15:0] BAUD_DIVISOR = 16'h1458;
		typedef enum logic [1:0] {
			S0,
			S1,
			S2,
			S3
		} states;
		states state;
		UART #(
				.BAUD_DIVISOR(BAUD_DIVISOR)
			)uart_module(
				.clk(clk),
				.reset(reset),
				.data_in(data_in),
				.tx_en(tx_en),
				.rx(rx),
				.data_en(data_en),
				.tx_busy(tx_busy),
				.tx(tx),
				.tx_error(tx_error),
				.rx_busy(rx_busy),
				.data_out(data_out)
			);
		always_ff @(posedge clk or posedge reset) begin
		if (reset) begin
			state																					<= S0;
			tx_en																					<= 1'b0;
		end
		else begin
			case (state)
				S0 : begin	 
					tx_en 																		<= 1'b0;
					if (rx_busy == 1'b1) begin  
						state																		<= S1;
					end
				end
				S1 : begin	 
					if (rx_busy == 1'b0) begin  
						state																		<= S2;
					end
				end
				S2 : begin	 
					data_in																		<= data_out;
					tx_en																			<= 1'b1;
					state																			<= S3;
				end
				S3 : begin	 
					if (tx_busy == 1'b0) begin	 
						tx_en																		<= 1'b0;
						state																		<= S0;
					end 
				end
				default : begin
					state																			<= S0;
				end
			endcase
		end
		end  
endmodule
`timescale 1ns / 1ps
module Receiver # (
			parameter logic [15:0] BAUD_DIVISOR = 16'h1458
		)(
			input	logic 																	clk,
			input logic 																	reset,					 
			input logic																		rx,							 
			input logic																		data_en,				 
			output logic 																	tx_error,				 
			output logic																	rx_busy,				 
			output logic														[7:0] data_out				 
    );
		logic [15:0]	baud_counter = 16'b0;															 
		logic					rx_clk;                                            
		logic 				rx_clk_bk;																				 
		typedef enum logic {								
			CLK_IDLE,																											 
			CLK_ONGOING																										 
		} state_clk;
		state_clk clk_state;
		logic [7:0] received_data;																		
		logic [2:0] rx_bit;
		logic				rx_sync;																						 
		typedef enum logic [1:0] {
			RX_IDLE,
			RX_DATA,
			RX_END
		} state_r;
		state_r rx_state;
		always_ff @(posedge clk or posedge reset) begin
		if (reset) begin
			baud_counter 																	<= 16'b0;
		  rx_clk																				<= 1'b0; 			  
			rx_clk_bk																			<= 1'b0;
			clk_state																			<= CLK_IDLE;
		end
		else begin
			if (rx_busy == 1'b0) begin
				clk_state																		<= CLK_IDLE;    
			end 
			case (clk_state)
				CLK_IDLE : begin
					baud_counter 															<= 16'b0;
					rx_clk																		<= 1'b0; 				
					rx_clk_bk																	<= 1'b0;
					if(rx_busy == 1'b1) begin																	 
						clk_state																<= CLK_ONGOING;	 
					end
				end
				CLK_ONGOING : begin
					rx_clk_bk																	<= rx_clk;			 
					if (baud_counter >= BAUD_DIVISOR) begin
						baud_counter 														<= 16'b0;				 
						rx_clk																	<= ~ rx_clk;
					end
					else 
						baud_counter <= baud_counter + 1;												 
					end
				default: begin
						clk_state 																 <= CLK_IDLE;
        end
			endcase
		end
		end
		always_ff @(posedge clk or posedge reset) begin
		if (reset) begin
			rx_sync																				<= 1'b1;
			received_data																	<= 8'b0;
			data_out																			<= 8'b0;
			tx_error																			<= 1'b0;
			rx_busy																				<= 1'b0;
			rx_state																			<= RX_IDLE;
			rx_bit																				<= 3'b0;
		end
		else begin
			rx_sync <= rx;																							 	 
			case (rx_state) 
				RX_IDLE : begin
					received_data															<= 8'b0;
					tx_error																	<= 1'b0;				 
					rx_busy																		<= 1'b0;				 
					rx_bit 																		<= 3'b0;
					if (rx_sync == 1'b0) begin														  	 
						rx_busy																	<= 1'b1;				 
					end
					if (rx_clk == 1'b1 && rx_clk_bk == 1'b0) begin						 
						rx_state																<= RX_DATA;
					end
				end
				RX_DATA : begin
					if (rx_clk == 1'b1 && rx_clk_bk == 1'b0) begin
						if (rx_bit == 8'd7) begin
							rx_state															<= RX_END;			 
						end
						received_data[rx_bit]										<= rx_sync;			 
						rx_bit 																	<= rx_bit + 1;
					end
				end
				RX_END : begin
					if (rx_clk == 1'b1 && rx_clk_bk == 1'b0) begin
						if (rx_sync != 1'b1) begin															 
							tx_error 															<= 1'b1;				 
							rx_state															<= RX_IDLE;			
						end
						else begin
							data_out															<= received_data;	 
							rx_busy																<= 1'b0;					 
							rx_state															<= RX_IDLE;				 
						end
					end
				end
				default : begin
					rx_state																	<= RX_IDLE;
				end
			endcase
		end	
		end 
		endmodule
`timescale 1ns / 1ps
module Transmitter # (
			parameter logic [15:0] BAUD_DIVISOR = 16'h1458
		)(
			input	logic 																	clk,
			input logic 																	reset,					 
			input logic															[7:0]	data_in,				 
			input logic																		tx_en,					 
			output logic																	tx_busy,				 
			output logic																	tx							 
    );
		logic [15:0]	baud_counter = 16'b0;															 
		logic					tx_clk;                                            
		logic 				tx_clk_bk;																				 
		typedef enum logic [1:0] {
			TX_IDLE,
			TX_DATA,
			TX_END
		} state_t;
		state_t state;
		logic [7:0] data;
		logic 			tx_en_given;																				 
		logic [2:0] tx_bit;
		always_ff @(posedge clk or posedge reset) begin
		if (reset) begin
			baud_counter 																	<= 16'b0;
		  tx_clk																				<= 1'b0;
			tx_clk_bk																			<= 1'b0;
		end
		else begin
			tx_clk_bk																			<= tx_clk;			 
			if (baud_counter >= BAUD_DIVISOR) begin
				baud_counter 																<= 16'b0;				 
				tx_clk																			<= ~ tx_clk;
			end
			else 
				baud_counter <= baud_counter + 1;	 
		end
		end
		always_ff @(posedge clk or posedge reset) begin
		if (reset) begin
			state																				 <= TX_IDLE;
			data																				 <= 8'b0;
			tx																					 <= 1'b1;					 
			tx_busy																			 <= 1'b0;
			tx_en_given																 	 <= 1'b0;
			tx_bit																			 <= 3'b0;
		end
		else begin
			case (state) 
				TX_IDLE : begin
					data 																		 <= data_in;
					tx 																			 <= 1'b1;					 
					tx_busy																	 <= 1'b0; 				 
					tx_bit																	 <= 3'd0;					 
					if (tx_en == 1'b1) begin
						tx_en_given 												 	 <= 1'b1;					 
					end
					if (tx_clk == 1'b1 && tx_clk_bk == 1'b0) begin						 
						if (tx_en_given == 1'b1) begin
							tx 																	 <= 1'b0;					 
							tx_busy															 <= 1'b1;					 
							tx_en_given												   <= 1'b0;					 
							state																 <= TX_DATA;			 
						end
					end
				end
				TX_DATA : begin
					if (tx_clk == 1'b1 && tx_clk_bk == 1'b0) begin	
						if (tx_bit == 3'd7) begin
							state																 <= TX_END; 			 
						end
						tx 																		 <= data[tx_bit];  
						tx_bit															 	 <= tx_bit + 1;
					end 
				end
				TX_END : begin
					if (tx_clk == 1'b1 && tx_clk_bk == 1'b0) begin	
						tx 																		 <= 1'b1; 				 
						state 															   <= TX_IDLE;			 
					end
				end
				default: begin
						state 																 <= TX_IDLE;
        end
			endcase
		end
		end
endmodule
`timescale 1ns / 1ps
module UART # (
		parameter logic [15:0] BAUD_DIVISOR = 16'h1458
		)(
		input logic																			clk,
		input logic																			reset,
		input logic 															[7:0]	data_in,
		input logic																			tx_en,
		input logic																			rx,
		input logic																			data_en,
		output logic																		tx_busy,
		output logic																		tx,
		output logic																		tx_error,
		output logic																		rx_busy,
		output logic															[7:0] data_out
    );
		logic [7:0] tx_data;																															 
		Transmitter #(
			.BAUD_DIVISOR(BAUD_DIVISOR)
		)transmitter (
			.clk(clk),
			.reset(reset),
			.data_in(data_in),
			.tx_en(tx_en),
			.tx_busy(tx_busy),
			.tx(tx)
		);
		Receiver #(
			.BAUD_DIVISOR(BAUD_DIVISOR)
		)receiver (
			.clk(clk),
			.reset(reset),
			.rx(rx),
			.data_en(data_en),																																	 
			.tx_error(tx_error),
			.rx_busy(rx_busy),
			.data_out(data_out)
		);
endmodule
</file>
<file path="/design/flow/run.sh">
#!/bin/bash
# OpenROAD 26Q1-2900-gdf79404cd8, Yosys 0.63+post, stock flow scripts
make -C /OpenROAD-flow-scripts/flow DESIGN_CONFIG=/design/flow/config.mk WORK_HOME=/design/flow/orfs finish
</file>
==> results.sh <==
# physical design summary
export IMPL_outcome="finished clean"
export IMPL_synth_area_leader_cell="dfrtp_1"
export IMPL_p_comb_share_pct=3.6
export IMPL_critPathMaxStageDelay_ns=0.55
export IMPL_swShare_pct=21.1
export IMPL_cts_buffers=9
export IMPL_floorplan_core_area_sq_um=7410
export IMPL_postSynth_asyncResetShare_pct=91.2
export IMPL_grt_usage_pct=16.3
export IMPL_holdPathEnd="data_in[0]"
export IMPL_numPortBuffers=3
export IMPL_p_clk_share_pct=41.7
export IMPL_avgViaCountPerCell=5.15
export IMPL_cts_root_buf="clkbuf_8"
export IMPL_grt_pass1_vias=2322
export IMPL_nFillCells=610
export IMPL_cp_start_kind="flip-flop"
export IMPL_final_common_cell="dfrtp_1"
export IMPL_tritoncts="done"
export IMPL_drive_above_1_share_pct=13.0
export IMPL_min_period_over_period_pct=61.9
export IMPL_skew_ns=0.00807
export IMPL_numSynthFlops=91
export IMPL_yosysChipArea_sq_um=3900
export IMPL_insertion_delay_ns=0.35
export IMPL_fp_util_pct=52.7
export IMPL_holdCritStartpoint="uart_module.receiver.data_out[0]"
export IMPL_r2r_start="uart_module.transmitter.baud_counter[6]"
export IMPL_logic_area_sq_um=1470
export IMPL_p_leak_nw=1.83
export IMPL_first_pass_iters=4
export IMPL_die_w_um=90.3
export IMPL_finalSetupViolCount=0
export IMPL_ios=4
export IMPL_relSlewSlack_pct=56.1
export IMPL_path_buffers=1
export IMPL_ff_type="dfrtp_1"
export IMPL_timing_rr_end="uart_module.transmitter.tx_clk"
export IMPL_final_core_util_pct=57.9
export IMPL_crit_family="flip-flops"
export IMPL_synth_top_area_share_pct=50.0
export IMPL_cts_resized=0
export IMPL_whs_path_depth=0
export IMPL_rows=31
export IMPL_irDropWorstVdd_mv=0.240
export IMPL_switching_power_uw=458
export IMPL_rsz0062_at_grt="false"
export IMPL_h_tree_depth=3
export IMPL_place_congestion=0.831
export IMPL_end_kind="output port"
export IMPL_dieArea_sq_um=8160
export IMPL_fin_crit_ns=1.98
export IMPL_edf_count=8
export IMPL_antenna_diode_count=0
export IMPL_finalHoldViolCount=0
export IMPL_worstPathRequired_ns=2.56
export IMPL_topCellsByArea="dfrtp_1 (50%), edfxtp_1 (6.2%), mux2_2 (5.2%)"
export IMPL_yosysWarnings=3
export IMPL_tool_warnings=32
export IMPL_synth_cells=339
export IMPL_dp_hpwl_mm=3.67
export IMPL_vias=2332
export IMPL_wl_per_cell_um=12.6
export IMPL_hp_class="reg2reg"
export IMPL_critPathArrivalTime_ns=1.34
export IMPL_drv_cap=0
export IMPL_grt_max_degree=84
export IMPL_clockBufferDepth=2
export IMPL_setup_tns_ns=0
export IMPL_clk_pin_slew_ns=0.09
export IMPL_overflow=0
export IMPL_ys_seq_share_pct=59.6
export IMPL_wirelength_mm=5.71
export IMPL_r2r_slack_ns=1.27
export IMPL_layout_top_cells="dfrtp_1 (78), nor2_1 (34), nand2_1 (30), inv_1 (19), mux2_2 (18)"
export IMPL_post_cts_buffers=0
export IMPL_drv_slew=0
export IMPL_drc=0
export IMPL_worst_slew_pin_slew_ns=0.657
export IMPL_power_frac_seq_pct=54.8
export IMPL_antenna_left=0
export IMPL_r2r_cells=4
export IMPL_ys_cells=339
export IMPL_cellPowerDensity_nw_per_um2=507
export IMPL_netlist_cell_type_count=42
export IMPL_p_int_mw=1.72
export IMPL_crit_slowest_cell="dfstp_2"
export IMPL_die_y_um=90.3
export IMPL_initialDrtViolationCount=74
export IMPL_grt_first_pass_wirelength_mm=10.5
export IMPL_worstPathCellList="clkdlybuf4s50_1"
export IMPL_worstSetupPathType="reg2out"
export IMPL_antenna_found_initial=0
export IMPL_syn_area_per_cell_sq_um=11.5
export IMPL_area_growth_syn_to_layout_pct=9.97
export IMPL_fmax_mhz=505
export IMPL_hold_buffers=0
export IMPL_clock_sinks=91
export IMPL_cp_max_fo=3
export IMPL_syn_area_sq_um=3900
export IMPL_flop_area_sq_um=2320
-- power groups by stage --
stage         Combinational [mW]  Clock (mW)  Sequential (mW)
CTS                       0.0810       0.933             1.19
global route              0.0907       0.979             1.20
finish                    0.0777       0.907             1.19
-- through the flow --
| step | hold slack (ns) | std cells | worst slack, ns | instance area, sq um | power (mW) |
|---|---|---|---|---|---|
| 2_1_floorplan | 0.405 | 344 | 0.431 | 3920 | 1.28 |
| 3_3_place_gp | 0.431 | 437 | 1.26 | 4050 | 1.29 |
| 3_5_place_dp | 0.436 | 437 | 1.25 | 4050 | 1.30 |
| 4_1_cts | 0.455 | 453 | 1.20 | 4290 | 2.21 |
| 5_1_grt | 0.463 | 453 | 1.11 | 4290 | 2.27 |
| 6_report | 0.454 | 453 | 1.22 | 4290 | 2.18 |
-- kinds of logic after synthesis --
kind of cell	after synthesis	share of synthesized area, %
xor+xnor	23	5.16
other cells	1	0.0961
simple gates	116	13.8
buf+inv	31	3.24
mux	23	7.12
compound gates	43	7.47
fa+ha+maj	11	3.53
flops	91	59.6
-- synthesized netlist by cell type, drive strengths merged (2+ instances only) --
master and instances:
edfxtp 8, a21oi 11, mux2i 3, nand2b 2, nand4 6, a31oi 3
o211ai 2, nor4 3, ha 11, dfstp 5, and2 3, inv 20
nor2 36, nor3 9, nand2 30, xor2 7, mux4 2, a22o 5
a32o 5, nor2b 5, clkbuf 9, dfrtp 78, nand3 17, o21ai 11
mux2 18, xnor2 16, buf 2
-- worst max path at each step --
| stage | start | endpoint | slack [ns] | cells after the start |
|---|---|---|---|---|
| 5_1_grt | uart_module.receiver.rx_bit[0] | uart_module.receiver.received_data[5] | 1.11 | 6 |
| 4_1_cts | uart_module.transmitter.tx | tx | 1.20 | 1 |
| 6_report | uart_module.transmitter.tx | tx | 1.22 | 1 |
-- sequential cells by signal (all words and copies together) (netlist names), 3 cells and up, named ones only --
| signal | cells |
|---|---|
| uart_module.receiver.baud_counter | 16 |
| uart_module.transmitter.baud_counter | 16 |
| data_in | 8 |
| uart_module.receiver.data_out | 8 |
| uart_module.receiver.received_data | 8 |
| uart_module.transmitter.data | 8 |
| state | 4 |
| uart_module.receiver.rx_bit | 3 |
| uart_module.transmitter.state | 3 |
| uart_module.transmitter.tx_bit | 3 |
-- area by class of cell --
type	count	share of cell area, %
tap	99	2.89
clock buffer	9	2.89
clock inverter	7	2.68
inverter	20	1.78
multi-input combinational	222	34.3
timing repair buffer	5	1.34
sequential	91	54.2
-- per-layer routing --
| metal | routed length, um | part of all wire, % | track usage, % | vias to the layer above |
|---|---|---|---|---|
| met5 | 0 | 0 | 0 | - |
| met4 | 127 | 2.2 | 2.82 | 0 |
| met1 | 3030 | 53 | 29.7 | 1119 |
| li1 | - | - | - | 1180 |
| met3 | 132 | 2.3 | 2.39 | 11 |
| met2 | 2420 | 42 | 22.8 | 22 |
Power and IR drop assume default switching activity.
